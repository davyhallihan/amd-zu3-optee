==> /design/flow/design.v <==
`timescale 1ns / 1ps
module secure_switch_axi #(
    parameter C_S_AXI_DATA_WIDTH = 32,
    parameter C_S_AXI_ADDR_WIDTH = 4
)(
    input  wire [1:0] sw,
    input  wire                                s_axi_aclk,
    input  wire                                s_axi_aresetn,
    input  wire [C_S_AXI_ADDR_WIDTH-1:0]       s_axi_awaddr,
    input  wire [2:0]                          s_axi_awprot,
    input  wire                                s_axi_awvalid,
    output wire                                s_axi_awready,
    input  wire [C_S_AXI_DATA_WIDTH-1:0]       s_axi_wdata,
    input  wire [(C_S_AXI_DATA_WIDTH/8)-1:0]   s_axi_wstrb,
    input  wire                                s_axi_wvalid,
    output wire                                s_axi_wready,
    output wire [1:0]                          s_axi_bresp,
    output wire                                s_axi_bvalid,
    input  wire                                s_axi_bready,
    input  wire [C_S_AXI_ADDR_WIDTH-1:0]       s_axi_araddr,
    input  wire [2:0]                          s_axi_arprot,
    input  wire                                s_axi_arvalid,
    output wire                                s_axi_arready,
    output wire [C_S_AXI_DATA_WIDTH-1:0]       s_axi_rdata,
    output wire [1:0]                          s_axi_rresp,
    output wire                                s_axi_rvalid,
    input  wire                                s_axi_rready
);
    reg                                axi_awready;
    reg                                axi_wready;
    reg [1:0]                          axi_bresp;
    reg                                axi_bvalid;
    reg                                axi_arready;
    reg [C_S_AXI_DATA_WIDTH-1:0]       axi_rdata;
    reg [1:0]                          axi_rresp;
    reg                                axi_rvalid;
    reg [1:0] sw_sync1, sw_sync2;
    always @(posedge s_axi_aclk) begin
        sw_sync1 <= sw;
        sw_sync2 <= sw_sync1;
    end
    assign s_axi_awready = axi_awready;
    assign s_axi_wready  = axi_wready;
    assign s_axi_bresp   = axi_bresp;
    assign s_axi_bvalid  = axi_bvalid;
    assign s_axi_arready = axi_arready;
    assign s_axi_rdata   = axi_rdata;
    assign s_axi_rresp   = axi_rresp;
    assign s_axi_rvalid  = axi_rvalid;
    always @(posedge s_axi_aclk) begin
        if (!s_axi_aresetn) begin
            axi_awready <= 1'b0;
            axi_wready  <= 1'b0;
            axi_bvalid  <= 1'b0;
            axi_bresp   <= 2'b00;
        end else begin
            if (~axi_awready && s_axi_awvalid && s_axi_wvalid) begin
                axi_awready <= 1'b1;
            end else begin
                axi_awready <= 1'b0;
            end
            if (~axi_wready && s_axi_awvalid && s_axi_wvalid) begin
                axi_wready <= 1'b1;
            end else begin
                axi_wready <= 1'b0;
            end
            if (axi_awready && s_axi_awvalid && axi_wready && s_axi_wvalid && ~axi_bvalid) begin
                axi_bvalid <= 1'b1;
                axi_bresp  <= 2'b00;  
            end else if (s_axi_bready && axi_bvalid) begin
                axi_bvalid <= 1'b0;
            end
        end
    end
    always @(posedge s_axi_aclk) begin
        if (!s_axi_aresetn) begin
            axi_arready <= 1'b0;
            axi_rvalid  <= 1'b0;
            axi_rresp   <= 2'b00;
            axi_rdata   <= {C_S_AXI_DATA_WIDTH{1'b0}};
        end else begin
            if (~axi_arready && s_axi_arvalid) begin
                axi_arready <= 1'b1;
            end else begin
                axi_arready <= 1'b0;
            end
            if (axi_arready && s_axi_arvalid && ~axi_rvalid) begin
                axi_rvalid <= 1'b1;
                axi_rresp  <= 2'b00;  
                axi_rdata  <= {{(C_S_AXI_DATA_WIDTH-2){1'b0}}, sw_sync2};
            end else if (axi_rvalid && s_axi_rready) begin
                axi_rvalid <= 1'b0;
            end
        end
    end
endmodule
==> /design/flow/run.sh <==
#!/bin/bash
# OpenROAD 26Q1-2900-gdf79404cd8, Yosys 0.63+post, stock flow scripts
make -C /OpenROAD-flow-scripts/flow DESIGN_CONFIG=/design/flow/config.mk WORK_HOME=/design/flow/orfs finish
==> /design/flow/config.mk <==
export PLATFORM = sky130hd
export DESIGN_NAME = secure_switch_axi
export DESIGN_NICKNAME = secure_switch_axi
export VERILOG_FILES = /design/flow/design.v
export SDC_FILE = /design/flow/constraint.sdc
export NUM_CORES = 4
export LEC_CHECK = 1
export CORE_AREA = 10 10 70 70
export DIE_AREA = 0 0 80 80
==> /design/flow/constraint.sdc <==
current_design secure_switch_axi

set clk_period 1.2
set clk_io_pct 0.2

create_clock -name clk0 -period $clk_period [get_ports {s_axi_aclk}]

set non_clock_inputs [all_inputs -no_clocks]
set_input_delay [expr $clk_period * $clk_io_pct] -clock clk0 $non_clock_inputs
set_output_delay [expr $clk_period * $clk_io_pct] -clock clk0 [all_outputs]
==> run_summary.xml <==
<?xml version="1.0" encoding="UTF-8"?>
<metrics>
  <group name="run_status">
    <metric name="outcome" unit="">finished, final reports clean</metric>
  </group>
  <group name="critical_path">
    <metric name="critical-path-max-stage-delay" unit="ns">0.32</metric>
    <metric name="cp_data_arrival_time" unit="ns">0.81</metric>
    <metric name="critical-path-top-delay-family" unit="">flip-flops</metric>
    <metric name="crit_required" unit="ns">0.96</metric>
    <metric name="critical_path_cell_count" unit="">1</metric>
    <metric name="worstRegToRegCells" unit="">3</metric>
    <metric name="startpoint" unit="">axi_rdata[0]</metric>
    <metric name="cp_max_fo" unit="">2</metric>
    <metric name="cp_max_delay_cell" unit="">sky130_fd_sc_hd__dfxtp_2</metric>
    <metric name="setup_slack_of_the_worst_register_to_register_path" unit="ns">0.25</metric>
    <metric name="reg2reg_to" unit="">axi_rvalid</metric>
    <metric name="critical_path.endpoint" unit="">s_axi_rdata[0]</metric>
    <metric name="cp_num_buf_inv" unit="">1</metric>
    <metric name="criticalPathCategory" unit="">flip-flop to primary output</metric>
    <metric name="critPathCaptureType" unit="">primary output</metric>
    <metric name="worstReg2RegStart" unit="">axi_arready</metric>
    <metric name="timing.critical_path.from_type" unit="">flip-flop</metric>
    <metric name="cp_cell_sequence" unit="">dlygate4sd2_1</metric>
  </group>
  <group name="sta">
    <metric name="max_freq" unit="MHz">951.5</metric>
    <metric name="fin_skew" unit="ns">0.0009645</metric>
    <metric name="layout_min_cycle_time" unit="ns">1.051</metric>
    <metric name="grt_setup_unrepaired" unit="">false</metric>
    <metric name="setup_viol" unit="">0</metric>
    <metric name="timing.final.crit_share" unit="%">87.58</metric>
    <metric name="final-max-slew-violation-count" unit="">0</metric>
    <metric name="finalHoldViolCount" unit="">0</metric>
    <metric name="worst_slack" unit="ns">0.1490</metric>
  </group>
  <group name="logic_synthesis">
    <metric name="synth.yosys.seq_area_share" unit="%">36.36</metric>
    <metric name="number_of_instances_in_the_synthesized_netlist" unit="">63</metric>
    <metric name="ys_cells" unit="">63</metric>
    <metric name="synth.yosys.chip_area" unit="um2">605.6</metric>
    <metric name="asyncSetResetFlopFracSynth" unit="%">0</metric>
    <metric name="post-synth-top-area-cell" unit="">sky130_fd_sc_hd__buf_4</metric>
    <metric name="synth_dominant_cell_count" unit="">sky130_fd_sc_hd__buf_4</metric>
    <metric name="synth-edff-count" unit="">0</metric>
    <metric name="synthesis.area_per_instance" unit="um2">9.612</metric>
    <metric name="synth_largest_type_area_fraction" unit="%">42.15</metric>
    <metric name="ys_types" unit="">13</metric>
    <metric name="ys_seq_elements" unit="">11</metric>
    <metric name="ys.warnings.count" unit="">1</metric>
    <metric name="synth-main-ff-cell" unit="">sky130_fd_sc_hd__dfxtp_1</metric>
    <metric name="common_cells" unit="">sky130_fd_sc_hd__buf_4, sky130_fd_sc_hd__dfxtp_1, sky130_fd_sc_hd__nand2_1</metric>
    <metric name="post_synth_main_area_contributors" unit="">sky130_fd_sc_hd__buf_4, sky130_fd_sc_hd__dfxtp_1, sky130_fd_sc_hd__mux2i_1</metric>
    <metric name="syn-cell-area" unit="um2">605.6</metric>
  </group>
  <group name="place">
    <metric name="gp_routability_congestion" unit="">0.6818</metric>
    <metric name="placement.setup.worst_slack" unit="ns">-0.007292</metric>
    <metric name="dp.final_hpwl" unit="mm">1.028</metric>
    <metric name="place.detailed.instances" unit="">123</metric>
    <metric name="number_of_port_buffers" unit="">15</metric>
  </group>
  <group name="finish">
    <metric name="fillers" unit="">380</metric>
    <metric name="final-instance-count-excl-fill" unit="">133</metric>
    <metric name="layout.area.seq" unit="um2">229.0</metric>
    <metric name="final_layout_size_suffix_gt1_share" unit="%">21.84</metric>
    <metric name="area_delta_synth_final" unit="%">23.76</metric>
    <metric name="area.combinational" unit="um2">242.7</metric>
  </group>
  <group name="floorplan">
    <metric name="fp_util" unit="%">17.73</metric>
    <metric name="die_outline_area" unit="um2">6400</metric>
    <metric name="die_w" unit="um">80</metric>
    <metric name="placeable_core_area" unit="um2">3416</metric>
    <metric name="ios" unit="">100</metric>
    <metric name="num_rows" unit="">21</metric>
    <metric name="floorplan.die.height" unit="um">80</metric>
  </group>
  <group name="routing">
    <metric name="route.antenna.remaining_nets" unit="">0</metric>
    <metric name="wl_final" unit="mm">1.223</metric>
    <metric name="dr.first_iter.drc_count" unit="">2</metric>
    <metric name="detailed_route_drc_error_count" unit="">0</metric>
    <metric name="routedWlPerCell" unit="um">9.195</metric>
    <metric name="num_antenna_cells" unit="">0</metric>
    <metric name="first_pass_iters" unit="">2</metric>
    <metric name="detailroute.via_count" unit="">356</metric>
    <metric name="vias_per_cell" unit="">2.677</metric>
  </group>
  <group name="cts">
    <metric name="insertion_delay" unit="ns">0.26</metric>
    <metric name="cts_buffers" unit="">3</metric>
    <metric name="clkTransAtPathRegs" unit="ns">0.06</metric>
    <metric name="cts-hold-fix-buffers" unit="">0</metric>
    <metric name="cts_tree" unit="">done</metric>
    <metric name="clockRootBuffer" unit="">sky130_fd_sc_hd__clkbuf_4</metric>
    <metric name="cts.htree.levels" unit="">1</metric>
    <metric name="buffer_depth_of_the_longest_clock_path" unit="">2</metric>
    <metric name="cts_sinks" unit="">11</metric>
  </group>
  <group name="global_routing">
    <metric name="global_route.overflow_total" unit="">0</metric>
    <metric name="vias_in_the_first_global_route" unit="">434</metric>
    <metric name="antenna_found_initial" unit="">0</metric>
    <metric name="grt_max_degree" unit="">8</metric>
    <metric name="grt_first_pass_wirelength" unit="mm">1.863</metric>
    <metric name="global_route.usage.total" unit="%">3.367</metric>
  </group>
  <group name="pwr">
    <metric name="power.ir.vdd_worst" unit="mV">0.2196</metric>
    <metric name="p_per_area" unit="nW/um2">935.4</metric>
    <metric name="leakage" unit="nW">0.3845</metric>
  </group>
  <group name="worst_hold_path">
    <metric name="min_path_type" unit="">flip-flop to flip-flop</metric>
    <metric name="hold_start" unit="">sw_sync1[0]</metric>
  </group>
  <group name="run">
    <metric name="log.warning_count" unit="">75</metric>
    <metric name="max_cap_viol_count" unit="">0</metric>
  </group>
</metrics>
==> flip-flops by register name (all words and copies together) (netlist names) <==
signal and flops:
sw_sync1 2, axi_awready 1, sw_sync2 2, axi_wready 1
axi_rdata 2, axi_rvalid 1, axi_bvalid 1, axi_arready 1
==> logic make-up after synthesis <==
family                 synth area share, %
DFF                                  36.36
AOI/OAI and AO/OA                    3.306
other                               0.6192
muxes                                3.306
and+or+nand+nor                      12.40
buffers and inverters                44.01
==> power by group <==
group | total (mW) | switching, mW | internal, mW | leakage [nW]
registers | 0.387 | 0.00506 | 0.382 | 0.0939
clock network | 0.240 | 0.112 | 0.128 | 0.0150
logic | 0.0740 | 0.0259 | 0.0480 | 0.276
total | 0.701 | 0.143 | 0.558 | 0.384
==> per-layer routing <==
metal	share of wire, %	up-vias	global-route usage [%]
met5	0	-	0
met1	42	151	3.820
met4	2.0	0	1.056
met2	45	26	5.377
met3	11	2	1.705
li1	-	177	-
==> how the worst min path moves through the flow <==
stage | endpoint | slack [ns] | depth (start not counted)
CTS | sw_sync2[0] | 0.33 | 0
global route | sw_sync2[0] | 0.34 | 0
finish | sw_sync2[0] | 0.33 | 0
==> cell type report <==
cell class,instances,share of cell area (%)
clock buffers,4,3.506
flip-flops and latches,11,30.55
multi-input cells,50,32.39
repair buffers,22,25.88
well taps,46,7.679
==> cell usage in the layout, fill, tap and decap left out <==
cell type                         netlist  layout
sky130_fd_sc_hd__conb_1                 1      34
sky130_fd_sc_hd__clkdlybuf4s50_1        0       8
sky130_fd_sc_hd__dfxtp_2                0       7
sky130_fd_sc_hd__dlygate4sd2_1          0       7
sky130_fd_sc_hd__buf_4                 34       7
sky130_fd_sc_hd__nand2_1                5       5
sky130_fd_sc_hd__dfxtp_1               11       4
sky130_fd_sc_hd__clkbuf_4               0       3
sky130_fd_sc_hd__and3b_1                2       2
sky130_fd_sc_hd__mux2i_1                2       2
sky130_fd_sc_hd__nor2_1                 2       2
sky130_fd_sc_hd__nor2b_1                1       1
sky130_fd_sc_hd__o21a_1                 1       1
sky130_fd_sc_hd__nand3_4                1       1
sky130_fd_sc_hd__nand3b_1               1       1
sky130_fd_sc_hd__o31ai_2                1       1
sky130_fd_sc_hd__clkbuf_1               0       1
==> what timing repair did <==
action | 4_1_cts | 5_1_grt
resized | 14 | 0
endpoints found under the setup margin | 7 | 0
endpoints found under the hold margin | 0 | 0
buffers inserted | 6 | 0
==> metrics by stage <==
stage                     hold WS, ns  power, mW  instance area, um2  util [%]  TNS [ns]
after floorplan                0.2677     0.4901               729.5         -         0
after CTS                      0.3299     0.7203               749.5     21.94         0
after global routing           0.3364     0.7519               749.5     21.94         0
after detailed placement       0.3121     0.4672               678.2     19.85  -0.01304
after global placement         0.3136     0.4686               678.2     19.85         0
final                          0.3288     0.7011               749.5     21.94         0
No activity file was given, so power comes from the tool's default toggle rates.
